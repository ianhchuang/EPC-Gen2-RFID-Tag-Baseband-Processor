--- ./design.v ---
`timescale 1us / 1ns
module fm0_enc
(
output fm0_data,
output fm0_complete,
input clk_fm0,
input rst_for_new_package,
input send_data,
input en_fm0,
input trext,
input st_enc,
input fg_complete
);
parameter GetData = 3'b000;
parameter Data0p  = 3'b001;
parameter Data0n  = 3'b010;
parameter Data1p  = 3'b011;
parameter Data1n  = 3'b100;
reg [2:0]ps;		 
reg [2:0]ns;		 
wire clk_fm0_n;
wire en_vcnt;		 
wire start_enc;		 
wire send_v;		 
wire m2o;		 
reg [1:0]data_select;
reg m1o;		 
reg [4:0]v_cnt;		 
reg [1:0]fg_comp_cnt;
assign clk_fm0_n = ~clk_fm0;
assign start_enc = (ps != GetData)? 1'b1 : 1'b0;
assign en_vcnt = (start_enc & (v_cnt != 5'h11))? 1'b1 : 1'b0;
assign send_v = (~trext & (v_cnt == 5'h04))? 1'b1 :
			   (trext & (v_cnt == 5'h10))? 1'b1 : 1'b0;
assign m2o = send_v? 1'b0 : m1o;
assign fm0_data = (en_fm0 & ~fm0_complete)? m2o : 1'b0;
always@(posedge clk_fm0 or negedge rst_for_new_package) begin
	if(~rst_for_new_package) ps <= GetData;
	else if(st_enc) ps <= ns;
end
always@(*) begin
	case(ps)
		GetData : if(~en_fm0) ns = GetData;
				  else if(en_fm0 & (~send_data)) ns = Data0p;
				  else ns = Data1p;
		Data0p  : if(~send_data) ns = Data0p;
				  else ns = Data1p;
		Data0n	: if(~send_data) ns = Data0n;
				  else ns = Data1n;
		Data1p	: if(~send_data) ns = Data0n;
				  else ns = Data1n;
		Data1n	: if(~send_data) ns = Data0p;
				  else ns = Data1p;
		default : ns = GetData;
	endcase
end
always@(*) begin
	case(ps)
		GetData : data_select = 2'h0;
		Data0p	: data_select = 2'h3;
		Data0n	: data_select = 2'h2;
		Data1p	: data_select = 2'h1;
		Data1n	: data_select = 2'h0;
		default : data_select = 2'h0;
	endcase
end
always@(*) begin
	case(data_select)
		2'h0 : m1o = 1'b0;
		2'h1 : m1o = 1'b1;
		2'h2 : m1o = clk_fm0_n;
		2'h3 : m1o = clk_fm0;
	endcase
end
always@(posedge clk_fm0 or negedge rst_for_new_package) begin
	if(~rst_for_new_package) v_cnt <= 5'h00;
	else begin
		if(st_enc & en_vcnt) v_cnt <= v_cnt + 5'h01;
	end
end
always@(posedge clk_fm0 or negedge rst_for_new_package) begin
	if(~rst_for_new_package) fg_comp_cnt <= 2'b0;
	else begin
		if(fg_comp_cnt == 2'b10) fg_comp_cnt <= fg_comp_cnt;
		else if(en_fm0 & fg_complete) fg_comp_cnt <= fg_comp_cnt + 2'b1;
	end
end
assign fm0_complete = (fg_comp_cnt == 2'b10)? 1'b1 : 1'b0;
endmodule
`timescale 1us / 1ns
module frmgen
(
output reg send_data,
output en_fm0,
output reg st_enc,
output pre_p_complete,
output p_complete,
output reg fg_complete,
input clk_frm,
input rst_for_new_package,
input reply_data,
input [15:0]crc_16,
input [1:0]m,
input trext,
input reply_complete,
input en_crc16_for_rpy
);
reg reply_complete_d;
reg [4:0]cnt_end;
reg [4:0]p_cnt;
reg [3:0]crc_cnt;
reg crc_complete;
assign en_fm0 = (m == 2'b00)? 1'b1 : 1'b0;
assign pre_p_complete = (p_cnt > (cnt_end - 5'h2))? 1'b1 : 1'b0;
assign p_complete = (p_cnt == cnt_end)? 1'b1 : 1'b0;
always@(posedge clk_frm or negedge rst_for_new_package) begin
	if(~rst_for_new_package) st_enc <= 1'b0;
	else st_enc <= 1'b1;
end
always@(posedge clk_frm or negedge rst_for_new_package) begin
	if(~rst_for_new_package) reply_complete_d <= 1'b0;
	else reply_complete_d <= reply_complete;
end
always@(*) begin
	case({m, trext})
		3'b000 : cnt_end = 5'h6;
		3'b001 : cnt_end = 5'h12;
		3'b010 : cnt_end = 5'ha;
		3'b011 : cnt_end = 5'h16;
		3'b100 : cnt_end = 5'ha;
		3'b101 : cnt_end = 5'h16;
		3'b110 : cnt_end = 5'ha;
		3'b111 : cnt_end = 5'h16;
	endcase
end
always@(posedge clk_frm or negedge rst_for_new_package) begin
	if(~rst_for_new_package) p_cnt <= 5'h0;
	else begin
		if(p_cnt == cnt_end) p_cnt <= p_cnt;
		else p_cnt <= p_cnt + 5'h1;
	end
end
always@(posedge clk_frm or negedge rst_for_new_package) begin
	if(~rst_for_new_package) send_data <= 1'b0;
	else if(~en_crc16_for_rpy & reply_complete_d) send_data <= 1'b1;
	else if(en_crc16_for_rpy &  crc_complete) send_data <= 1'b1;
	else if(reply_complete_d & en_crc16_for_rpy & ~crc_complete) send_data <= crc_16[crc_cnt];
	else begin
		if(p_cnt != cnt_end) begin
			if(m == 2'b00) begin
				if(~trext) begin
					case(p_cnt)
						5'h0 : send_data <= 1'b1;
						5'h1 : send_data <= 1'b0;
						5'h2 : send_data <= 1'b1;
						5'h3 : send_data <= 1'b0;
						5'h4 : send_data <= 1'b0;
						5'h5 : send_data <= 1'b1;
					endcase
				end
				else begin
					case(p_cnt)	
						5'h0, 5'h1, 5'h2, 5'h3, 5'h4, 5'h5, 5'h6, 5'h7, 5'h8, 5'h9, 5'ha, 5'hb : send_data <= 1'b0;
						5'hc : send_data <= 1'b1;
						5'hd : send_data <= 1'b0;
						5'he : send_data <= 1'b1;
						5'hf : send_data <= 1'b0;
						5'h10 : send_data <= 1'b0;
						5'h11 : send_data <= 1'b1;
					endcase
				end
			end
			else begin
				if(~trext) begin
					case(p_cnt)
						5'h0, 5'h1, 5'h2, 5'h3 : send_data <= 1'b0;
						5'h4 : send_data <= 1'b0;
						5'h5 : send_data <= 1'b1;
						5'h6 : send_data <= 1'b0;
						5'h7 : send_data <= 1'b1;
						5'h8 : send_data <= 1'b1;
						5'h9 : send_data <= 1'b1;
					endcase
				end
				else begin
					case(p_cnt)
						5'h0, 5'h1, 5'h2, 5'h3, 5'h4, 5'h5, 5'h6, 5'h7, 5'h8, 5'h9, 5'ha, 5'hb, 5'hc, 5'hd, 5'he, 5'hf : send_data <= 1'b0;
						5'h10 : send_data <= 1'b0;
						5'h11 : send_data <= 1'b1;
						5'h12 : send_data <= 1'b0;
						5'h13 : send_data <= 1'b1;
						5'h14 : send_data <= 1'b1;
						5'h15 : send_data <= 1'b1;
					endcase
				end
			end
		end
		else send_data <= reply_data;
	end
end
always@(posedge clk_frm or negedge rst_for_new_package) begin
	if(~rst_for_new_package) crc_cnt <= 4'hf;
	else begin
		if(crc_cnt == 4'h0) crc_cnt <= crc_cnt;
		else if(reply_complete_d & en_crc16_for_rpy) crc_cnt <= crc_cnt - 4'h1;
	end
end
always@(posedge clk_frm or negedge rst_for_new_package) begin
	if(~rst_for_new_package) crc_complete <= 1'b0;
	else if(crc_cnt == 4'h0) crc_complete <= 1'b1;
end
always@(posedge clk_frm or negedge rst_for_new_package) begin
	if(~rst_for_new_package) fg_complete <= 1'b0;
	else begin
		if(reply_complete_d & ~en_crc16_for_rpy) fg_complete <= 1'b1;
		else if(crc_complete & en_crc16_for_rpy) fg_complete <= 1'b1;
	end
end
endmodule
`timescale 1us / 1ns
module miller_enc
(
output miller_data,
output mil_complete,
input clk_mil,
input rst_for_new_package,
input clk_blf,
input send_data,
input en_fm0,		 
input trext,
input st_enc,
input fg_complete
);
parameter GetData  	= 2'b00;
parameter DataP   	= 2'b01;
parameter DataN   	= 2'b10;
reg [1:0]ps;
reg [1:0]ns;
wire clk_blf_n;
wire en_mil_out;
wire m2o;
wire mp_complete;
wire me_start;
reg [5:0]mp_end;
reg [5:0]mp_cnt;
reg m_cnt;
reg m1o;
reg [1:0]data_select;
reg [1:0]fg_comp_cnt;
assign clk_blf_n = ~clk_blf;
assign en_mil_out = (mp_cnt > 6'h0)? 1'b1 : 1'b0;
assign miller_data = (en_mil_out & ~mil_complete)? m2o : 1'b0;
assign m2o = mp_complete? m1o : clk_blf;
assign mp_complete = (mp_cnt == mp_end)? 1'b1 : 1'b0;
assign me_start = (mp_cnt > mp_end - 6'h2)? 1'b1 : 1'b0; 
always@(*) begin
	if(~trext) mp_end = 6'h9;
	else mp_end = 6'h21;
end
always@(posedge clk_mil or negedge rst_for_new_package) begin
	if(~rst_for_new_package) mp_cnt <= 6'h0;
	else begin
		if(mp_cnt == mp_end) mp_cnt <= mp_cnt;
		else if(~en_fm0 & st_enc) mp_cnt <= mp_cnt + 6'h1;
	end
end
always@(posedge clk_mil or negedge rst_for_new_package) begin
	if(~rst_for_new_package) m_cnt <= 1'b0;
	else if(me_start) m_cnt <= m_cnt + 1'b1;
end
always@(posedge clk_mil or negedge rst_for_new_package) begin
	if(~rst_for_new_package) ps <= GetData;
	else if(st_enc) ps <= ns;
end
always@(*) begin
	case(ps)
		GetData : if(~en_fm0 & me_start) ns = DataP;
			  else ns = GetData;
		DataP	: if(~send_data) ns = DataP;
			  else begin
			  	if(~m_cnt) ns = DataP;
				else ns = DataN;
			  end
		DataN	: if(~send_data) ns = DataN;
			  else begin
			  	if(~m_cnt) ns = DataN;
				else ns = DataP;
			  end
		default : ns = GetData;
	endcase
end
always@(*) begin
	case(ps)
		GetData : data_select = 2'h0;
		DataP	: data_select = 2'h1;
		DataN	: data_select = 2'h2;
		default : data_select = 2'h0;
	endcase
end
always@(*) begin
	case(data_select)
		2'h0	: m1o = 1'b0;
		2'h1	: m1o = clk_blf;
		2'h2	: m1o = clk_blf_n;
		default : m1o = 1'b0;
	endcase
end
always@(posedge clk_mil or negedge rst_for_new_package) begin
	if(~rst_for_new_package) fg_comp_cnt <= 2'b0;
	else begin
		if(fg_comp_cnt == 2'b11) fg_comp_cnt <= fg_comp_cnt;
		else if(~en_fm0 & fg_complete) fg_comp_cnt <= fg_comp_cnt + 2'b1;
	end
end
assign mil_complete = (fg_comp_cnt == 2'b11)? 1'b1 : 1'b0;
endmodule
`timescale 1us / 1ns
module tx
(
output bs_data,
output pre_p_complete,
output p_complete,
output bs_complete,
input clk_blf,
input clk_frm,
input clk_fm0,
input clk_mil,
input rst_for_new_package,
input reply_data,
input [15:0]crc_16,
input [1:0]m,
input trext,
input reply_complete,
input en_crc16_for_rpy,
input start_working
);
frmgen frmgen_1
(
.send_data(send_data),
.en_fm0(en_fm0),
.st_enc(st_enc),
.pre_p_complete(pre_p_complete),
.p_complete(p_complete),
.fg_complete(fg_complete),
.clk_frm(clk_frm),
.rst_for_new_package(rst_for_new_package),
.reply_data(reply_data),
.crc_16(crc_16),
.m(m),
.trext(trext),
.reply_complete(reply_complete),
.en_crc16_for_rpy(en_crc16_for_rpy)
);
fm0_enc fm0_enc_1
(
.fm0_data(fm0_data),
.fm0_complete(fm0_complete),
.clk_fm0(clk_fm0),
.rst_for_new_package(rst_for_new_package),
.send_data(send_data),
.en_fm0(en_fm0),
.trext(trext),
.st_enc(st_enc),
.fg_complete(fg_complete)
);
miller_enc miller_enc_1
(
.miller_data(miller_data),
.mil_complete(mil_complete),
.clk_mil(clk_mil),
.rst_for_new_package(rst_for_new_package),
.clk_blf(clk_blf),
.send_data(send_data),
.en_fm0(en_fm0),
.trext(trext),
.st_enc(st_enc),
.fg_complete(fg_complete)
);
assign bs_data = (start_working)? fm0_data | miller_data : 1'b0;
assign bs_complete = fm0_complete | mil_complete;
endmodule
--- ./run.sh ---
#!/bin/bash
# OpenROAD 26Q1-2900-gdf79404cd8, Yosys 0.63+post, stock flow scripts
make -C /OpenROAD-flow-scripts/flow DESIGN_CONFIG=/design/flow/config.mk WORK_HOME=/design/flow/orfs finish
--- ./config.mk ---
export PLATFORM = sky130hd
export DESIGN_NAME = tx
export DESIGN_NICKNAME = tx
export VERILOG_FILES = /design/flow/design.v
export SDC_FILE = /design/flow/constraint.sdc
export NUM_CORES = 4
export LEC_CHECK = 1
export CORE_UTILIZATION = 50
--- ./constraint.sdc ---
current_design tx

set clk_period 2.2
set clk_io_pct 0.2

create_clock -name clk0 -period $clk_period [get_ports {clk_fm0}]
create_clock -name clk1 -period $clk_period [get_ports {clk_frm}]
create_clock -name clk2 -period $clk_period [get_ports {clk_mil}]

set non_clock_inputs [all_inputs -no_clocks]
set_input_delay [expr $clk_period * $clk_io_pct] -clock clk0 $non_clock_inputs
set_output_delay [expr $clk_period * $clk_io_pct] -clock clk0 [all_outputs]
==> ci_impl_report.md <==
### Metrics collected by this job

| Metric | Value |
|---|---|
| Ys cells | 246 |
| Post-cts hold-fix buffer tally | 0 |
| Pin slew with the least headroom to its limit | 513.5 ps |
| Crit Path Category | reg -> out |
| Die ar. | 4996 µm² |
| Type of element capturing the critical path | primary output |
| Final hold violation count | 0 |
| Instance count of the mapped netlist | 246 |
| Standby leakage power | around 1.4 nW |
| Antenna cell count | 0 |
| Post-synthesis average cell area | 9.587 µm² |
| Worst setup path start | miller_enc_1.mp_cnt[3] |
| Residual overflow from global routing | 0 |
| Setup-violating endpoint count in the final report | 2 |
| Detailed-routing iteration count for the pre-antenna-repair pass | 20 |
| Delay of the slowest cell on the worst path | 410 ps |
| Global routing's busiest layer | met1 |
| Net switching power | 0.001536 W |
| Layout area overhead | 36.76% |
| Number of remaining DRC errors | 0 |
| Sw Share | 0.3690 |
| Number of DRC markers in iteration 0 | 169 |
| Number of vias per cell | 5.521 |
| Global-route wire length before repair | 8.783 mm |
| HP Class | in -> async |
| Dominant delay contributor by cell family on the critical path | AND-OR/OR-AND gates |
| Share of power burned in registers | 0.323 |
| Slew headroom | 0.6561 |
| Commonest flop | sky130_fd_sc_hd__dfrtp_1 |
| Routed wire length per instance | ~14 µm |
| Worst setup skew after layout | approximately 4.3 ps |
| Cell chain of the critical path | ha_4, nand2b_4, nor4_4, a32oi_1, a211o_1, a21boi_1, buf_2 |
| Flip-flops with a built-in enable | 0 |
| Clock power share | 0.190 |
| Placement row count | 24 |
| Async set-or-reset flop fraction in the synthesized netlist | 1.000 |
| Worst-case hold slack | about 27 ps |
| Maximum capacitance violations | 0 |
| Violations in the final reports | negative setup slack |
| Die width | 70.68 µm |
| Sum of buffers and inverters on the critical path | 1 |
| Die H | 70.68 µm |
| Largest fanout on the critical path | 3 |
| Vias | 2,015 |
| OpenROAD warning count | 43 |
| Run status | finished with violations |
| YS warnings | 11 |
| Number of placed cells counting well taps | 347 |
| Pre-placement core utilization | 0.5307 |
| Layout Utilization | 0.7258 |
| Final instance area | 3226 µm² |
| Power share of the combinational group | 0.488 |
| Fin cells | 365 |
| Initial antenna violation count | 0 |
| Maximum ir drop on the vdd rail | 0.7360 mV |
| Comb gate area | 1484 µm² |
| Final routed wirelength across all metal layers | 5.040 mm |
| Most frequent cells in the layout | sky130_fd_sc_hd__dfrtp_1, sky130_fd_sc_hd__buf_4, sky130_fd_sc_hd__nand2_1 |
| Unrepaired setup endpoints after global routing | true |
| Core footprint | 4444 µm² |
| Distinct cells, synth | 45 |
| Post-Route Setup TNS | -160.5 ps |
| Area of the synthesized netlist per yosys stat | 2359 µm² |
| Ratio of cells with drive above 1 in the final layout | 0.2716 |
| Number of inserted filler cells in the final layout | 318 |
| Global-route track usage on met3 | 0.06647 |
| Origin of the critical flop-to-flop path | frmgen_1.p_cnt[0] |
| Final weighted congestion in routability-driven placement | between 0.9 and 1 |
| Total power divided by cell area | around 1300 nW/µm² |
| Post-Place Cell Area | 2922 µm² |
| Mapped cell area | 2359 µm² |
| TritonCTS clock tree | yes |
| Vias in the first global route | 1,944 |
| Met2 usage in global routing | 0.3291 |
| Internal power | roughly 0.0026 W |
| Final worst setup slack | -84.29 ps |
| Arrival time at the worst endpoint | 1840 ps |
| Sort of element at the start of the critical path | register |
| Placed wire-length estimate | 3.665 mm |
| Clock transition at the registers of the reported paths | 50 ps |
| Required time at the endpoint of the critical path | 1760 ps |
| Input/output buffers | 29 |
| Combined flip-flop and latch cell area | 907.1 µm² |
| IO Pins | 32 |
| Maximum number of pins on one net before global-route repair | 21 |
| Share of synthesized area occupied by flip-flops and latches | 0.3846 |
| Grt met1 use | 0.3783 |
| Remaining antenna violation count after routing | 0 |
| Total count of max-transition violations in the final report | 0 |
| Library cell contributing the largest single delay on the critical path | sky130_fd_sc_hd__dfrtp_1 |
| GRT Resource Usage Total | 0.2301 |
| Count of state elements after synthesis | 36 |
-- layout make-up --
class / instances / share of cell area
Timing Repair Buffer: 61 / 0.1610
Sequential cell: 36 / 0.2812
Multi-Input combinational cell: 184 / 0.4600
Clock buffer: 14 / 0.05431
Tap cell: 52 / 0.02017
Inverter: 18 / 0.02327
-- power groups by stage --
| stage | clock (W) | combinational (W) | sequential, W |
|---|---|---|---|
| finish | 0.000789 | 0.00203 | 0.00134 |
| CTS | 0.000777 | 0.00196 | 0.00133 |
| global route | 0.000849 | 0.00226 | 0.00140 |
-- registers in the layout (all words and copies together), names as in the netlist --
| register | count |
|---|---|
| fm0_enc_1.fg_comp_cnt | 2 |
| fm0_enc_1.ps | 3 |
| fm0_enc_1.v_cnt | 5 |
| frmgen_1.crc_cnt | 4 |
| frmgen_1.crc_complete | 1 |
| frmgen_1.fg_complete | 1 |
| frmgen_1.p_cnt | 5 |
| frmgen_1.reply_complete_d | 1 |
| frmgen_1.send_data | 1 |
| frmgen_1.st_enc | 1 |
| miller_enc_1.fg_comp_cnt | 2 |
| miller_enc_1.m_cnt | 1 |
| miller_enc_1.mp_cnt | 6 |
| miller_enc_1.ps | 3 |
-- routing by layer --
metal | wire length [µm] | vias to the layer above
li1 | - | 1002
met1 | 2480 | 956
met2 | 2239 | 50
met3 | 283 | 7
met4 | 37 | 0
met5 | 0 | -
-- synthesized netlist by cell type, types with 3 or more instances --
library cell               instances  share of area
sky130_fd_sc_hd__mux2_2            3          0.014
sky130_fd_sc_hd__nor2b_1           5          0.013
sky130_fd_sc_hd__nor2_1           11          0.018
sky130_fd_sc_hd__nand2b_1          5          0.013
sky130_fd_sc_hd__nor4_1            3         0.0080
sky130_fd_sc_hd__dfstp_2           5          0.056
sky130_fd_sc_hd__mux2i_1           5          0.021
sky130_fd_sc_hd__nor3b_1           5          0.016
sky130_fd_sc_hd__clkbuf_1          8          0.013
sky130_fd_sc_hd__dfrtp_1          31           0.33
sky130_fd_sc_hd__o21ai_0          18          0.038
sky130_fd_sc_hd__a41oi_1           3          0.011
sky130_fd_sc_hd__ha_1             21           0.11
sky130_fd_sc_hd__mux4_2            4          0.038
sky130_fd_sc_hd__xor2_1            3          0.011
sky130_fd_sc_hd__nand4_1           6          0.016
sky130_fd_sc_hd__nor3_1            3         0.0064
sky130_fd_sc_hd__a31oi_1           4          0.011
sky130_fd_sc_hd__nand2_1          24          0.038
sky130_fd_sc_hd__xnor2_1          16          0.059
sky130_fd_sc_hd__inv_1            18          0.029
sky130_fd_sc_hd__a21oi_1           9          0.019
sky130_fd_sc_hd__nand3_1           9          0.019
-- cell families after synthesis --
| family | count (synthesis) | share of synthesized area |
|---|---|---|
| and+or+nand+nor | 80 | 0.1751 |
| AOI/OAI and AO/OA | 50 | 0.1353 |
| DFF | 36 | 0.3846 |
| buffers and inverters | 26 | 0.04138 |
| adders and majority gates | 21 | 0.1114 |
| xor gates and xnor gates | 19 | 0.07056 |
| muxes | 13 | 0.08011 |
| other | 1 | 0.001590 |
-- worst paths after layout --
kind,endpoint,slack [ps],cells after the start
max,bs_data,-80,7
min,fm0_enc_1.ps[0],30,1
max reg2reg,frmgen_1.send_data,-80,8
min reg2reg,fm0_enc_1.fg_comp_cnt[0],470,1
max in group clk1,frmgen_1.send_data,-80,8
max in group clk2,miller_enc_1.mp_cnt[5],440,9
max in group asynchronous,miller_enc_1.ps[0],1430,2
min in group clk0,fm0_enc_1.fg_comp_cnt[0],470,1
min in group clk2,miller_enc_1.m_cnt,480,1
min in group clk1,frmgen_1.crc_cnt[3],520,1
-- timing repair --
action | in CTS | in global routing
endpoints found under the setup margin | 14 | 6
resized | 32 | 10
pin swaps | 11 | 9
buffers inserted | 3 | 2
hold endpoints to repair | 0 | 0
-- through the flow --
stage	power [W]	worst slack, ps
finish	0.004163	-84.29
global route	0.004508	-200.1
CTS	0.004074	-254.1
detailed placement	0.003200	-1036
global placement	0.003185	-964.7
floorplan	0.002560	-28.34
-- worst reg2reg max path, cell delays in order (launching register included) --
cell and delay, ps:
sky130_fd_sc_hd__dfrtp_1 420, sky130_fd_sc_hd__inv_1 90, sky130_fd_sc_hd__ha_1 210, sky130_fd_sc_hd__or4_4 530, sky130_fd_sc_hd__a2111oi_4 320, sky130_fd_sc_hd__nand3_1 110
sky130_fd_sc_hd__o21ai_1 80, sky130_fd_sc_hd__nand3_1 100, sky130_fd_sc_hd__mux2_4 300
Power is estimated from default activity; no workload was simulated.
