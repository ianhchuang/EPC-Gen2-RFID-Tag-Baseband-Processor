### /design/flow/constraint.sdc
current_design rx

set clk_period 3.9
set clk_io_pct 0.2

create_clock -name clk0 -period $clk_period [get_ports {clk_crc16}]
create_clock -name clk1 -period $clk_period [get_ports {clk_crc5}]
create_clock -name clk2 -period $clk_period [get_ports {clk_dpie}]

set non_clock_inputs [all_inputs -no_clocks]
set_input_delay [expr $clk_period * $clk_io_pct] -clock clk0 $non_clock_inputs
set_output_delay [expr $clk_period * $clk_io_pct] -clock clk0 [all_outputs]
### /design/flow/run.sh
#!/bin/bash
# OpenROAD 26Q1-2900-gdf79404cd8, Yosys 0.63+post, stock flow scripts
make -C /OpenROAD-flow-scripts/flow DESIGN_CONFIG=/design/flow/config.mk WORK_HOME=/design/flow/orfs finish
### /design/flow/design.v
`timescale 1us / 1ns
module cmd_buf
(
output reg [7:0]cmd,
output [51:0]param,
output package_complete,
output en_crc5,
output en_crc16,
input clk_cmd,
input rst_for_new_package,
input bits_in,
input sync
);
parameter QueryRep		= 8'b0000_1100;
parameter ACK			= 8'b0000_1101;
parameter Query			= 8'b0011_1000;
parameter QueryAdjust		= 8'b0011_1001;
parameter Select		= 8'b0011_1010;
parameter NAK			= 8'b1100_0000;
parameter Req_RN		= 8'b1100_0001;
parameter Read			= 8'b1100_0010;
parameter Kill			= 8'b1100_0100;
parameter Lock			= 8'b1100_0101;
reg cmd_complete;
reg [52:0]param_tmp;
assign param = param_tmp[51:0];
assign en_crc5 = (cmd_complete & cmd != Query)? 1'b0 : 1'b1;
assign en_crc16 = (cmd_complete & cmd != Select & cmd != Req_RN & cmd != Read & cmd != Kill & cmd != Lock)? 1'b0 : 1'b1;
assign package_complete = (cmd == QueryRep & param_tmp[2])? 1'b1 :
						  (cmd == ACK & param_tmp[16])? 1'b1 :
						  (cmd == Query & param_tmp[18])? 1'b1 :
						  (cmd == QueryAdjust & param_tmp[5])? 1'b1 :
						  (cmd == Select & param_tmp[52])? 1'b1 :
						  (cmd == NAK)? 1'b1 :
						  (cmd == Req_RN & param_tmp[32])? 1'b1 :
						  (cmd == Read & param_tmp[50])? 1'b1 :
						  (cmd == Kill & param_tmp[51])? 1'b1 :
						  (cmd == Lock & param_tmp[52])? 1'b1 : 1'b0;
always@(*) begin
	if(cmd == QueryRep | cmd == ACK | cmd == Query |
	   cmd == QueryAdjust | cmd == Select | cmd == NAK |
	   cmd == Req_RN | cmd == Read | cmd == Kill | cmd == Lock) cmd_complete = 1'b1;
	else cmd_complete = 1'b0;
end
always@(posedge clk_cmd or negedge rst_for_new_package) begin
	if(~rst_for_new_package) cmd <= 8'b0000_0011;
	else begin
		if(sync & ~cmd_complete) cmd <= {cmd[6:0], bits_in};
	end
end
always@(posedge clk_cmd or negedge rst_for_new_package) begin
	if(~rst_for_new_package) param_tmp <= 53'b1;
	else begin
		if(cmd_complete & ~package_complete) param_tmp <= {param_tmp[51:0], bits_in};
	end
end
endmodule
`timescale 1us / 1ns
module crc16
(
output reg crc16_check_pass_reg,
output [15:0]crc_16,
input clk_crc16,
input rst_crc16,
input data,
input reply_data,
input sync,
input package_complete,
input en_crc16_for_rpy
);
wire d_in;
reg crc16_check_pass;
reg [15:0]reg_crc;
assign d_in = en_crc16_for_rpy? reply_data : data;
assign crc_16 = ~reg_crc;
always@(*) begin
	if(reg_crc == 16'h1d0f) crc16_check_pass = 1'b1;
	else crc16_check_pass = 1'b0;
end
always@(posedge clk_crc16 or negedge rst_crc16) begin
	if(~rst_crc16) crc16_check_pass_reg <= 1'b0;
	else if(package_complete) crc16_check_pass_reg <= crc16_check_pass;
end
always@(posedge clk_crc16 or negedge rst_crc16) begin
	if(~rst_crc16) reg_crc <= 16'hffff;
	else if(sync | en_crc16_for_rpy) begin
		reg_crc[15] <= reg_crc[14];
		reg_crc[14] <= reg_crc[13];
		reg_crc[13] <= reg_crc[12];
		reg_crc[12] <= reg_crc[11] ^ (d_in ^ reg_crc[15]);
		reg_crc[11] <= reg_crc[10];
		reg_crc[10] <= reg_crc[9];
		reg_crc[9] <= reg_crc[8];
		reg_crc[8] <= reg_crc[7];
		reg_crc[7] <= reg_crc[6];
		reg_crc[6] <= reg_crc[5];
		reg_crc[5] <= reg_crc[4] ^ (d_in ^ reg_crc[15]);
		reg_crc[4] <= reg_crc[3];
		reg_crc[3] <= reg_crc[2];
		reg_crc[2] <= reg_crc[1];
		reg_crc[1] <= reg_crc[0];
		reg_crc[0] <= d_in ^ reg_crc[15];
	end
end
endmodule
`timescale 1us / 1ns
module crc5
(
output crc5_check_pass,
input clk_crc5,
input rst_for_new_package,
input data,
input sync,
input package_complete
);
reg [4:0]reg_crc;
assign crc5_check_pass = ~(|reg_crc);
always@(posedge clk_crc5 or negedge rst_for_new_package) begin
	if(~rst_for_new_package) reg_crc <= 5'b01001;
	else if(sync & ~package_complete) begin
		reg_crc[4] <= reg_crc[3];
		reg_crc[3] <= reg_crc[2] ^ (data ^ reg_crc[4]);
		reg_crc[2] <= reg_crc[1];
		reg_crc[1] <= reg_crc[0];
		reg_crc[0] <= data ^ reg_crc[4];
	end
end
endmodule
`timescale 1us / 1ns
module fs_detector
(
output reg sync,		 
input pie_code,
input clk_fsd,
input rst_n,
input package_complete
);
parameter idle = 2'b00;
parameter got0 = 2'b01;		 
parameter got1 = 2'b10;
reg [1:0]ps;
reg [1:0]ns;
always@(posedge clk_fsd or negedge rst_n) begin
	if(~rst_n) ps <= idle;
	else ps <= ns;
end
always@(*) begin
	case(ps)
		idle	: if(~pie_code) ns = got0;
				  else ns = idle;
		got0	: if(~pie_code) ns = got0;
				  else ns = got1;
		got1	: if(package_complete) ns = idle;
				  else ns = got1;
		default : ns = idle;
	endcase
end
always@(*) begin
	case(ps)
		idle	: sync = 1'b0;
		got0	: sync = 1'b0;
		got1	: sync = 1'b1;
		default : sync = 1'b0;
	endcase
end
endmodule
`timescale 1us / 1ns
module rx
(
output [7:0]cmd,
output [51:0]param,
output package_complete,
output crc_check_pass,
output [15:0]crc_16,
output en_crc5,
output en_crc16,
input pie_code,
input clk_dpie,
input clk_crc5,
input clk_crc16,
input rst_n,
input rst_for_new_package,
input rst_crc16,
input reply_data,
input en_crc16_for_rpy
);
fs_detector fs_detector_1
(
.sync(sync),
.pie_code(pie_code),
.clk_fsd(clk_dpie),
.rst_n(rst_n),
.package_complete(package_complete)
);
crc5 crc5_1
(
.crc5_check_pass(crc5_check_pass),
.clk_crc5(clk_crc5),
.rst_for_new_package(rst_for_new_package),
.data(pie_code),
.sync(sync),
.package_complete(package_complete)
);
crc16 crc16_1
(
.crc16_check_pass_reg(crc16_check_pass_reg),
.crc_16(crc_16),
.clk_crc16(clk_crc16),
.rst_crc16(rst_crc16),
.data(pie_code),
.reply_data(reply_data),
.sync(sync),
.package_complete(package_complete),
.en_crc16_for_rpy(en_crc16_for_rpy)
);
cmd_buf cmd_buf_1
(
.cmd(cmd),
.param(param),
.package_complete(package_complete),
.en_crc5(en_crc5),
.en_crc16(en_crc16),
.clk_cmd(clk_dpie),
.rst_for_new_package(rst_for_new_package),
.bits_in(pie_code),
.sync(sync)
);
assign crc_check_pass = crc5_check_pass | crc16_check_pass_reg;
endmodule
### /design/flow/config.mk
export PLATFORM = sky130hd
export DESIGN_NAME = rx
export DESIGN_NICKNAME = rx
export VERILOG_FILES = /design/flow/design.v
export SDC_FILE = /design/flow/constraint.sdc
export NUM_CORES = 4
export LEC_CHECK = 1
export CORE_UTILIZATION = 30
==> notes.md <==
• 0.715 ns — transition time at the pin with the least slew margin
• 121 um — vertical die dimension
• 0.0146 mm2 — DIE AREA
• 51.6% — proportion of synthesized chip area in sequential cells
• 0 — final hold violation count
• cmd_buf_1.param_tmp — Top reg by flops
• 0 — DRC errors left
• completed — status
• 4.45 — average vias per placed instance
• cmd_buf_1.param_tmp[2] — Worst R2R End
• reg2reg — Hold Crit Class
• or3b_1 > a2bb2oi_1 > o22ai_1 > o311ai_0 > clkdlybuf4s50_1 — cells along the critical path
• 0.05 ns — clock slew at reported path FFs
• 27.7% — proportion of layout cells with a drive suffix above 1
• no — setup repair after global routing missed its margin
• 14.0 um — Routed WL per cell
• 0 — number of pins exceeding their max-slew limit in the final report
• 0 ns — sum of negative setup slack
• 43 — Cell Rows
• 6 — Worst R2R Path Depth
• 7890 um — routed wire length
• 0 — Diodes inserted
• AND-OR/OR-AND gates — crit-path leading delay family
• 0 — number of cells upsized or downsized after cts
• 46 — Yosys cell types
• 0 — max-capacitance violation count
• 2 — hold depth
• reg2out — classification of the worst setup path
• 28.6% — power share of the combinational group
• 0 — setup violation total in the final timing report
• 11.4% — Total GRT Usage
• 2.54 mW — internal power contribution
• 28.2% — switching power share of the total
• 2.53 ns — worst path arrival time
• 5500 um — half-perimeter wire length of the detailed placement result
• 0.00423 mm2 — chip area estimate from yosys synthesis
• 2.30 nW — leakage power total
• 1 — Buffers & Inverters on Critical Path
• 0.852 — RD Place Congestion
• 0.00148 mm2 — combinational cell area excluding buffers and inverters
• 32.6% — share of power burned in the clock network
• 25.9% — layout overhead on the synthesized area
• 54 — largest net degree at the start of global routing
• 100% — async set or reset register ratio after synthesis
• 89 — number of top-level design ports
• 157 — starting DRC count in detailed routing
• 38.8% — Seq pwr share
• 0.475 ns — final hold slack
• 86 — count of state elements after synthesis
• 86 — number of I/O port buffers
• 0 — Post-CTS Hold Fix Bufs
• 0.58 ns — Largest stage delay, worst path
• 334 — Synth Instances
• 30.6% — starting utilization of the core area
• dfrtp_1 — most used flip-flop cell
• 26 — Tool Warnings
• 0.00423 mm2 — total standard cell area after synthesis
• 121 um — Die Wd
• yes — CTS tree
• cmd_buf_1.cmd[2] — Reg2Reg Launch Point
• 2501 — routed via count
• 0.0138 mm2 — area of the placeable core
• 663 mW/mm2 — power density over the cells
• flip-flop — startpoint kind of the worst setup timing path
• 0 — # Post-CTS Setup Buffers
• 4 — iteration count of the initial detailed-routing pass
• cmd_buf_1.param_tmp x53, crc16_1.reg_crc x16, cmd_buf_1.cmd x8 — largest registers
• 14 — Worst Path Max Fanout
• 1.38 ns — worst setup slack for register-to-register paths
• dfrtp_1 — cell with the biggest individual delay on the critical path
• 0.994 mW — net switching component of the power
• 2425 — number of global-route vias before repair
• 3.53 mW — Total Power
• 0 — Antenna Nets Post-Route
• 334 — number of cells in the yosys synthesis report
• 12.7 um2 — synthesized area per cell
• crc5_1.reg_crc[0] — worst min-delay path startpoint
• 7 — Yosys warnings
• 0 — Post-synth EDFFs
• 0 — antenna violations before repair
• 3.12 ns — data required time at the worst endpoint
• output pin — Setup crit end kind
• crc5_1.reg_crc[0] — worst-case hold path end point
• 86 — clock sinks
• 51.9% — worst slew margin relative to its limit
• 0.000370 V — highest ir drop seen on vdd
• 0 — sum of overflow across all layers after global routing
• 12700 um — first-pass GRT wire length
• 53 — Largest register FFs
• 0.00218 mm2 — sequential cell area in the final layout
• 0.00520 ns — Setup Skew
• 1288 — filler cell count
worst max path at each step:
stage	start	to	slack, ns	cells past startpoint
6_report	cmd_buf_1.cmd[2]	en_crc5	0.59	5
5_1_grt	cmd_buf_1.cmd[2]	en_crc5	0.44	5
4_1_cts	cmd_buf_1.cmd[2]	en_crc5	0.59	5
synthesized netlist by cell type, types with 3 or more instances:
cell type   n  area [um2]
mux2_4     40         601
nor2_1      6        22.5
buf_4      52         390
mux2_2     13         146
mux2_1     10         113
nand4_1     4        25.0
nor4_1      5        31.3
buf_6       5        56.3
mux2i_1     3        30.0
dfstp_2    22         578
buf_2       4        20.0
dfrtp_1    64        1600
inv_1      23        86.3
clkbuf_1    4        15.0
nand2_1    21        78.8
xnor2_1     5        43.8
o21ai_0    19        95.1
logic make-up after synthesis:
family | synth area share, %
AOI/OAI and AO/OA | 6.13
muxes | 21.0
DFF | 51.6
buffers and inverters | 13.5
and+or+nand+nor | 6.72
xor gates and xnor gates | 1.04
cells in the final DEF, fill, tap and decap left out, types with 2 or more instances in the layout:
cell	netlist	final
nor3_1	2	2
nor4_1	5	5
clkinv_2	0	2
clkbuf_16	0	15
clkbuf_1	4	3
dfrtp_1	64	64
mux2_2	13	13
mux2i_1	3	3
inv_1	23	23
nand2_1	21	21
nand4_1	4	4
a2bb2oi_1	2	2
o22ai_1	2	2
clkdlybuf4s50_1	0	85
or3b_1	2	2
nor2_1	6	6
dfstp_2	22	22
xnor2_1	5	5
mux2_4	40	40
buf_4	52	3
mux2_1	10	10
o21ai_0	19	19
a31oi_1	2	2
power by group through the flow:
stage	clock [mW]	combinational (mW)	sequential [mW]
after global routing	1.22	1.10	1.41
final	1.15	1.01	1.37
after CTS	1.18	1.02	1.37
final cells by class:
| cell class | instances | area share, % |
|---|---|---|
| tap | 180 | 4.23 |
| clock inverter | 5 | 1.06 |
| clock buffer | 19 | 7.52 |
| multi-input combinational | 159 | 27.7 |
| timing repair buffer | 90 | 16.9 |
| sequential | 86 | 40.9 |
| inverter | 23 | 1.62 |
worst register-to-register path: cells and delay by family, from the launching register on:
kind	cells	cell delay (ns)
and+or+nand+nor	2	0.63
DFF	1	0.58
muxes	1	0.45
AOI/OAI and AO/OA	2	0.41
buffers and inverters	1	0.34
per-stage QoR:
stage | std cells | util (%) | setup WS [ns] | cell area, um2
4_1_cts | 562 | 38.5 | 0.593 | 5320
5_1_grt | 562 | 38.5 | 0.445 | 5320
3_5_place_dp | 538 | 35.2 | 0.958 | 4870
3_3_place_gp | 538 | 35.2 | 0.979 | 4870
6_report | 562 | 38.5 | 0.586 | 5320
2_1_floorplan | 334 | - | 1.59 | 4230
metal layers:
metal / wire length, um / track usage, %
met1: 3990 / 18.7
met5: 0 / 0
met2: 3270 / 15.2
met3: 547 / 3.37
met4: 92 / 2.01
No activity file was given, so power comes from the tool's default toggle rates.
